**flow/config.mk**
```make
export PLATFORM = sky130hd
export DESIGN_NAME = sig_avg
export DESIGN_NICKNAME = sig_avg
export VERILOG_FILES = /design/flow/design.v
export SDC_FILE = /design/flow/constraint.sdc
export NUM_CORES = 4
export LEC_CHECK = 1
export CORE_AREA = 10 10 105 105
export DIE_AREA = 0 0 115 115
```
**flow/constraint.sdc**
```tcl
current_design sig_avg

set clk_period 10.7
set clk_io_pct 0.2

create_clock -name clk0 -period $clk_period [get_ports {clk}]

set non_clock_inputs [all_inputs -no_clocks]
set_input_delay [expr $clk_period * $clk_io_pct] -clock clk0 $non_clock_inputs
set_output_delay [expr $clk_period * $clk_io_pct] -clock clk0 [all_outputs]
```
**flow/design.v**
```verilog
module sig_avg
#(
	parameter datlen = 12,
	parameter avg_n = 64,
	parameter avg_n_log2 = 6
)(
	input clk,
	input[0:datlen-1] val,
	output[0:datlen-1] avg
);
reg[0:avg_n*2-1] cur_avg = 0;
reg[0:avg_n*2-1] sum = 0;
reg[0:avg_n_log2] count = 0;
always @(posedge clk) begin
	if (count < avg_n) begin
		count = count + 1;
		sum = sum + val;
	end else begin
		cur_avg = sum / avg_n;
		sum = 0;
	end
end
assign avg = cur_avg;
endmodule
```
**flow/run.sh**
```bash
#!/bin/bash
# OpenROAD 26Q1-2900-gdf79404cd8, Yosys 0.63+post, stock flow scripts
make -C /OpenROAD-flow-scripts/flow DESIGN_CONFIG=/design/flow/config.mk WORK_HOME=/design/flow/orfs finish
```
==> insert_results.sql <==
-- metrics for the results database
INSERT INTO impl_metrics (metric_group, metric, value, unit) VALUES
('grt', 'groute.layer.met2.usage', '7.96', '%'),
('routing', 'drt-pass1-iter-count', '4', ''),
('place', 'hpwl', '2720', 'um'),
('layout', 'num-fill-cells', '903', ''),
('worst_setup_path', 'critPathRequiredTime', '10880', 'ps'),
('floorplan', 'floorplan.initialDensity', '22.1', '%'),
('clock_tree', 'level_count_of_the_clock_h_tree', '2', ''),
('clock_tree', 'clock_tree.buffer_depth', '2', ''),
('yosys', 'ys_async_sr_fraction', '0', '%'),
('grt', 'globalRouteOverflowTotal', '0', ''),
('grt', 'grt_usage', '5.60', '%'),
('worst_setup_path', 'length_in_cells_of_the_worst_reg_to_reg_path', '8', ''),
('final_timing', 'timing.final.hold_violations', '0', ''),
('final_timing', 'timing_worst_slew_pin_value', '562', 'ps'),
('yosys', 'yosysWarnings', '1', ''),
('power_and_ir_drop', 'leakage', '0.946', 'nW'),
('place', 'placed_area', '0.00230', 'mm^2'),
('final_timing', 'setup_tns', '0', 'ps'),
('yosys', 'top_area_cell', 'sky130_fd_sc_hd__edfxtp_1', ''),
('layout', 'final_layout_top_logic_cell', 'sky130_fd_sc_hd__clkdlybuf4s50_1', ''),
('clock_tree', 'clock_tree.root_cell', 'sky130_fd_sc_hd__clkbuf_8', ''),
('final_timing', 'slew-limit-headroom', '62.5', '%'),
('yosys', 'avgSynthCellArea', '10.8', 'um^2'),
('final_timing', 'rsz0062_at_grt', 'no', ''),
('final_timing', 'max_clock_freq', '239', 'MHz'),
('power_and_ir_drop', 'ir_drop', '0.000107', 'V'),
('worst_setup_path', 'worst-r2r-setup-slack', '8520', 'ps'),
('yosys', 'synthesis.instances', '179', ''),
('clock_tree', 'tritoncts_clock_tree', 'built', ''),
('grt', 'grt_use_met1', '7.99', '%'),
('floorplan', 'row_count', '34', ''),
('worst_hold_path', 'min_delay_path_depth', '0', ''),
('routing', 'postRouteWirelength', '3640', 'um'),
('layout', 'postLayoutCellArea', '0.00239', 'mm^2'),
('routing', 'diodes', '0', ''),
('routing', 'wl_per_cell', '11.5', 'um'),
('yosys', 'synth-edff-count', '19', ''),
('routing', 'vias_per_cell', '4.30', ''),
('yosys', 'yosys.stat.chipArea', '0.00194', 'mm^2'),
('clock_tree', 'cts_resized', '0', ''),
('flow_run', 'max-cap-violations', '0', ''),
('grt', 'grt_first_pass_wirelength', '6180', 'um'),
('final_timing', 'finalClockPeriodUsage', '39.1', '%'),
('clock_tree', 'clk_pin_slew_worst_paths', '70', 'ps'),
('final_timing', 'final_period_minus_worst_setup_slack', '4180', 'ps'),
('routing', 'via_count', '1358', ''),
('worst_setup_path', 'crit_type', 'in2reg', ''),
('clock_tree', 'clock.latency.late_pin', '290', 'ps'),
('floorplan', 'core_area', '0.00876', 'mm^2'),
('final_timing', 'finClkSkew', '3.39', 'ps'),
('layout', 'area_growth', '23.1', '%'),
('power_and_ir_drop', 'p_total', '562', 'uW'),
('worst_hold_path', 'worstHoldPathType', 'reg2reg', ''),
('layout', 'mostFrequentLayoutCells', 'sky130_fd_sc_hd__clkdlybuf4s50_1, sky130_fd_sc_hd__edfxtp_1, sky130_fd_sc_hd__dfxtp_1, sky130_fd_sc_hd__ha_1, sky130_fd_sc_hd__nand2_1', ''),
('routing', 'first_iter_violations', '49', ''),
('grt', 'vias_in_the_first_global_route', '1333', ''),
('floorplan', 'floorplan.die_area', '0.0132', 'mm^2'),
('yosys', 'ys.flop_type', 'sky130_fd_sc_hd__edfxtp_1', ''),
('grt', 'globalRouteMet3Util', '2.11', '%'),
('routing', 'postRouteAntennaNets', '0', ''),
('yosys', 'post-synth-top-area-fraction', '29.4', '%'),
('yosys', 'yosys_cells', '179', ''),
('worst_setup_path', 'crit_path_max_fanout', '5', ''),
('power_and_ir_drop', 'pwr_density_cell', '236', 'mW/mm^2'),
('layout', 'finished_layout_cells', '316', ''),
('status', 'outcome', 'finished clean', ''),
('clock_tree', 'cts.repair_timing.setup_buffer_count', '0', ''),
('floorplan', 'chipWidth', '115', 'um'),
('place', 'post-place-cells', '308', ''),
('place', 'place.gp.congestion', '0.816', ''),
('yosys', 'yosys-top-cells-area', 'sky130_fd_sc_hd__edfxtp_1, sky130_fd_sc_hd__dfxtp_1, sky130_fd_sc_hd__ha_1', '');
==> synthesized netlist by cell type, types with 3 or more instances <==
master,number
sky130_fd_sc_hd__xor2_1,6
sky130_fd_sc_hd__a211oi_1,3
sky130_fd_sc_hd__o211ai_1,3
sky130_fd_sc_hd__a21oi_2,3
sky130_fd_sc_hd__a21o_1,4
sky130_fd_sc_hd__o21ai_0,6
sky130_fd_sc_hd__nor2_1,10
sky130_fd_sc_hd__dfxtp_1,18
sky130_fd_sc_hd__nor2b_1,7
sky130_fd_sc_hd__nand2_1,11
sky130_fd_sc_hd__and3_1,3
sky130_fd_sc_hd__inv_1,9
sky130_fd_sc_hd__nand3_1,9
sky130_fd_sc_hd__ha_1,13
sky130_fd_sc_hd__nor3_1,7
sky130_fd_sc_hd__edfxtp_1,19
sky130_fd_sc_hd__a21oi_1,10
==> path summary, 6_finish.rpt <==
path | to | startpoint
max | sum[115] | val[11]
min | cur_avg[122] | sum[116]
min reg2reg | cur_avg[122] | sum[116]
max reg2reg | sum[115] | sum[127]
==> registers in the layout, summed over array words and instances, names as in the netlist <==
signal	cells
count	7
cur_avg	12
sum	18
==> layout make-up <==
class	count	area, um^2	share of cell area (%)
clock inverter	2	10.0	0.419
clock buffer	6	72.6	3.04
sequential	37	931	39.0
tap	108	135	5.66
multi-input combinational	129	957	40.1
timing repair buffer	25	248	10.4
inverter	9	33.8	1.42
==> kinds of logic (layout without fill, tap and decap cells) <==
kind of cell,Yosys count,in the layout,share of synthesized area [%]
compound gates,45,45,18.5
xor+xnor,8,8,3.61
fa+ha+maj,14,14,9.42
buf+inv,13,42,2.64
flops,37,37,48.0
mux,4,4,2.45
simple gates,58,58,15.4
==> metrics by stage <==
stage / setup WS, ps / hold WS, ps / util, %
2_1_floorplan: 6850 / 412 / -
3_3_place_gp: 6260 / 418 / 26.3
3_5_place_dp: 6210 / 422 / 26.3
4_1_cts: 6510 / 439 / 27.2
5_1_grt: 6310 / 441 / 27.2
6_report: 6520 / 438 / 27.2
==> power by group <==
group | internal (mW) | switching (mW) | leakage (nW)
registers | 0.190 | 0.0222 | 0.340
logic | 0.117 | 0.139 | 0.561
clock network | 0.0451 | 0.0493 | 0.0450
==> worst max-delay path, cell delays in order <==
cell and delay (ps):
sky130_fd_sc_hd__clkdlybuf4s50_1 460, sky130_fd_sc_hd__ha_1 190, sky130_fd_sc_hd__inv_1 70, sky130_fd_sc_hd__fa_1 370, sky130_fd_sc_hd__and2b_1 250, sky130_fd_sc_hd__o2111ai_2 170, sky130_fd_sc_hd__a21boi_2 270, sky130_fd_sc_hd__a211oi_1 130
sky130_fd_sc_hd__mux2_1 310
==> per-layer routing <==
| metal | vias to the layer above | share of wire (%) |
|---|---|---|
| li1 | 716 | - |
| met1 | 605 | 50 |
| met2 | 28 | 41 |
| met3 | 9 | 7.3 |
| met4 | 0 | 1.9 |
| met5 | - | 0 |
No activity file was given, so power comes from the tool's default toggle rates.
