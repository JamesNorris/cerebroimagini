## design/flow/run.sh

```bash
#!/bin/bash
# OpenROAD 26Q1-2900-gdf79404cd8, Yosys 0.63+post, stock flow scripts
make -C /OpenROAD-flow-scripts/flow DESIGN_CONFIG=/design/flow/config.mk WORK_HOME=/design/flow/orfs finish
```

## design/flow/config.mk

```make
export PLATFORM = sky130hd
export DESIGN_NAME = array
export DESIGN_NICKNAME = array
export VERILOG_FILES = /design/flow/design.v
export SDC_FILE = /design/flow/constraint.sdc
export NUM_CORES = 4
export LEC_CHECK = 1
export CORE_UTILIZATION = 40
```

## design/flow/constraint.sdc

```tcl
current_design array

set clk_period 1.8
set clk_io_pct 0.2

create_clock -name clk0 -period $clk_period [get_ports {get}]
create_clock -name clk1 -period $clk_period [get_ports {put}]

set non_clock_inputs [all_inputs -no_clocks]
set_input_delay [expr $clk_period * $clk_io_pct] -clock clk0 $non_clock_inputs
set_output_delay [expr $clk_period * $clk_io_pct] -clock clk0 [all_outputs]
```

## design/flow/design.v

```verilog
module array
#(
	parameter datlen = 12,
	parameter size = 64,
	parameter size_log2 = 3
)(
	input put,
	input[0:size_log2-1] put_index,
	input[0:datlen-1] put_val,
	input get,
	input[0:size_log2-1] get_index,
	output[0:datlen-1] get_val
);
reg[0:datlen-1] get_val_r = 0;
reg[0:datlen*size-1] container = 0;
reg[0:datlen*size-1] mask = 0;
always @(posedge put) begin
	mask = 0;
	mask = mask | container;
	mask = mask << ((size - 1 - put_index) * datlen);
	mask = mask >> (size - 1) * datlen;
	container = container ^ mask;
	mask = 0;
	mask = (mask | put_val) << (put_index * datlen);
	container = container | mask;
end
always @(posedge get) begin
	get_val_r = container >> (get_index * datlen);
end
assign get_val = get_val_r;
endmodule
```

==> results.sh <==
# physical design summary
export IMPL_critical_path_top_delay_family="buffers and inverters"
export IMPL_slew_headroom_pct=69.30
export IMPL_top_logic_kind="multiplexers"
export IMPL_critical_path_buf_inv_count=7
export IMPL_arrival_ps=2640
export IMPL_r2r_cells=4
export IMPL_critPathLaunchType="input pin"
export IMPL_drcViolationCount=0
export IMPL_area_delta_synth_final_pct=45.14
export IMPL_simple_gate_share_pct=7.024
export IMPL_worstPathMaxFanout=10
export IMPL_r2r_end="container[763]$_DFF_P_"
export IMPL_drt_iter0_markers=651
export IMPL_final_setup_viol_count=95
export IMPL_synth_edff_count=0
export IMPL_tightest_slew_ps=460.5
export IMPL_vias=7837
export IMPL_syn_inst=767
export IMPL_fin_worst_skew_ps=8.152
export IMPL_utilization_pct=59.58
export IMPL_io_pins=32
export IMPL_grt_pass1_wl_um=49140
export IMPL_cp_end_kind="flip-flop"
export IMPL_die_y_um=149.1
export IMPL_ys_seq_share_pct=32.37
export IMPL_mux_share_pct=34.41
export IMPL_routed_via_density=6.205
export IMPL_fin_area_mm2=0.01256
export IMPL_hold_violations=0
export IMPL_antenna_found_initial=0
export IMPL_synthAdderAreaFrac_pct=1.185
export IMPL_cts_hold_buf=0
export IMPL_worst_slack_ps=-531.5
export IMPL_warnings=33
export IMPL_initial_utilization_pct=41.05
export IMPL_totalNegativeSetupSlack_ps=-11530
export IMPL_aoi_share_pct=18.83
export IMPL_cts_sinks=140
export IMPL_r2r_start="container[723]$_DFF_P_"
export IMPL_dpl_cell_area_mm2=0.01074
export IMPL_grt_overflow=0
export IMPL_wire_per_inst_um=26.28
export IMPL_lay_top_cells="140 x dfxtp_1, 134 x buf_4, 79 x mux4_2, 67 x mux2i_1, 61 x a21o_1"
export IMPL_grt_usage_pct=31.91
export IMPL_slowest_stage="fa_2"
export IMPL_dp_slack_ps=-1362
export IMPL_worst_setup_path_startpoint="put_index[1]"
export IMPL_violations="setup timing"
export IMPL_ff_type="dfxtp_1"
export IMPL_drv_slew=0
export IMPL_wirelength_um=33190
export IMPL_io_buffer_count=30
export IMPL_ys_ff=140
export IMPL_path_depth=14
export IMPL_first_global_vias=8077
export IMPL_clk_pin_slew_ps=60
export IMPL_dr_pass1_iters=5
export IMPL_worstSetupEndpoint="container[766]$_DFF_P_"
export IMPL_hold_path_class="flip-flop to flip-flop"
export IMPL_async_flop_share_pct=0
export IMPL_dieArea_mm2=0.02224
export IMPL_core_area_mm2=0.02109
export IMPL_synth_warnings=1
export IMPL_cts_tree="built"
export IMPL_status="finished, violations left"
export IMPL_path_class="input pin to flip-flop"
export IMPL_die_x_um=149.1
export IMPL_maxCapViolCount=0
export IMPL_avgSynthCellArea_um2=11.29
export IMPL_drive_gt1_share_pct=46.76
export IMPL_yosysCellCount=767
export IMPL_cp_cell_sequence="buf_8 -> inv_6 -> ha_4 -> fa_2 -> buf_4 -> buf_6 -> buf_6 -> buf_16 -> buf_4 -> o32ai_1 -> a211o_1 -> o221ai_2 -> xnor2_1 -> nand2_1"
export IMPL_slowest_delay_ps=510
export IMPL_lay_top_count="dfxtp_1"
export IMPL_power_density_mw_per_mm2=1198
export IMPL_place_hpwl_um=23380
export IMPL_regArea_mm2=0.002803
export IMPL_num_rows=53
export IMPL_fill_cells=1566
export IMPL_rrSetupSlack_ps=-70
export IMPL_grt_start_max_net_pins=71
export IMPL_ys_area_mm2=0.008657
export IMPL_leakage_uw=0.005123
export IMPL_synthDistinctLibCells=55
export IMPL_rsz0062_at_grt="yes"
export IMPL_place_congestion=0.9925
export IMPL_required_ps=2110
export IMPL_syn_area_mm2=0.008657
export IMPL_synth_xor_xnor_area_share_pct=1.489
export IMPL_peakVddDrop_v=0.0007104
export IMPL_comb_area_mm2=0.006217
export IMPL_antenna_left=0
export IMPL_n_antenna_cell=0
[sequential cells by signal, summed over array words and instances, names as in the netlist]
signal and cells:
container 128, get_val_r 12
[kinds of logic after synthesis]
family	count (synthesis)
AND-OR/OR-AND	215
multiplexers	185
AND/OR/NAND/NOR	142
flip-flops	140
buffers and inverters	65
XOR/XNOR	13
adder cells (fa/ha/maj)	7
[worst min-delay path by stage]
stage                       from                endpoint  slack (ps)  cells past startpoint
4_1_cts   container[644]$_DFF_P_  container[644]$_DFF_P_         440                      1
5_1_grt   container[644]$_DFF_P_  container[644]$_DFF_P_         450                      1
6_report  container[642]$_DFF_P_  container[642]$_DFF_P_         440                      1
[synth_stat cells (8+ instances only)]
cell type / number / area [µm²]
nand3_1: 11 / 55.05
a21o_1: 61 / 457.9
buf_6: 10 / 112.6
o21ai_0: 21 / 105.1
buf_2: 15 / 75.07
nand2_1: 78 / 292.8
mux2i_1: 67 / 670.6
a32oi_1: 14 / 122.6
buf_4: 9 / 67.56
clkbuf_1: 16 / 60.06
a221o_1: 8 / 80.08
inv_1: 11 / 41.29
dfxtp_1: 140 / 2803
nor2_1: 29 / 108.9
o21bai_1: 48 / 360.4
mux2_2: 33 / 371.6
a21oi_1: 10 / 50.05
mux4_2: 79 / 1779
[report_power, final]
part / total (µW) / switching [µW] / internal (µW) / leakage (µW)
registers: 5140 / 1070 / 4070 / 0.00116
clock network: 4150 / 1560 / 2590 / 0.000326
logic: 5770 / 2470 / 3300 / 0.00364
total: 15100 / 5090 / 9960 / 0.00512
[metal layers]
| metal | share of wire, % | global-route usage [%] | vias to the layer above |
|---|---|---|---|
| met1 | 39 | 42.40 | 3856 |
| met5 | 0 | 0 | - |
| met3 | 11 | 13.26 | 93 |
| met2 | 45 | 47.40 | 452 |
| met4 | 5.1 | 12.65 | 0 |
| li1 | - | - | 3436 |
[stage by stage]
step	instances	hold WS, ps	power, µW
final	1263	436.0	15050
after global routing	1263	450.6	15670
after CTS	1256	443.4	14780
after detailed placement	1196	429.8	10100
after global placement	1196	417.7	10050
after floorplan	767	396.7	8130
[final cells by class]
class | instances | area share (%)
clock inverters | 11 | 1.225
repair buffers | 239 | 19.45
well taps | 275 | 2.738
multi-input cells | 562 | 49.48
clock buffers | 24 | 4.342
inverters | 12 | 0.4581
flip-flops and latches | 140 | 22.31
[repair_timing]
item	4_1_cts	5_1_grt
cloned	2	2
setup buffers	26	8
endpoints found under the hold margin	0	0
endpoints found under the setup margin	128	125
pin swaps	90	32
gates resized	148	28
Power and IR drop assume default switching activity.
